### flow/design.v
module lab13_G06 (
    input clk,
    output [7:0] hex0,
    output [7:0] hex1,
    output [7:0] hex2,
    output [7:0] hex3
);
    reg [3:0] min_tens = 4'b0101;   
    reg [3:0] min_units = 4'b1000;  
    reg [3:0] sec_tens = 4'b0101;   
    reg [3:0] sec_units = 4'b0111;  
    reg slow_clk = 0;
    parameter DIVIDER_VALUE = 25000000;   
    reg [24:0] count = 0;
    function [6:0] bcd_to_segment;
        input [3:0] bcd;
        case (bcd)
            4'b0000: bcd_to_segment = 7'b1000000;  
            4'b0001: bcd_to_segment = 7'b1111001;  
            4'b0010: bcd_to_segment = 7'b0100100;  
            4'b0011: bcd_to_segment = 7'b0110000;  
            4'b0100: bcd_to_segment = 7'b0011001;  
            4'b0101: bcd_to_segment = 7'b0010010;  
            4'b0110: bcd_to_segment = 7'b0000010;  
            4'b0111: bcd_to_segment = 7'b1011000;  
            4'b1000: bcd_to_segment = 7'b0000000;  
            4'b1001: bcd_to_segment = 7'b0011000;  
            default: bcd_to_segment = 7'b1111111;  
        endcase
    endfunction
    always @(posedge clk) begin
        if (count == DIVIDER_VALUE - 1) begin
            slow_clk <= ~slow_clk;
            count <= 0;
        end else begin
            count <= count + 1;
        end
    end
    always @(posedge slow_clk) begin
        if (sec_units == 4'b1001) begin  
            sec_units <= 4'b0000;  
            if (sec_tens == 4'b0101) begin  
                sec_tens <= 4'b0000;  
                if (min_units == 4'b1001) begin  
                    min_units <= 4'b0000;  
                    if (min_tens == 4'b0101) begin  
                        min_tens <= 4'b0000;  
                    end else begin
                        min_tens <= min_tens + 1;
                    end
                end else begin
                    min_units <= min_units + 1;
                end
            end else begin
                sec_tens <= sec_tens + 1;
            end
        end else begin
            sec_units <= sec_units + 1;
        end
    end
    assign hex3 = {1'b1, bcd_to_segment(min_tens)};  
    assign hex2 = {1'b0, bcd_to_segment(min_units)};
    assign hex1 = {1'b1, bcd_to_segment(sec_tens)};
    assign hex0 = {1'b1, bcd_to_segment(sec_units)};
endmodule
### flow/constraint.sdc
current_design lab13_G06

set clk_period 4.2
set clk_io_pct 0.2

create_clock -name clk0 -period $clk_period [get_ports {clk}]

set non_clock_inputs [all_inputs -no_clocks]
set_input_delay [expr $clk_period * $clk_io_pct] -clock clk0 $non_clock_inputs
set_output_delay [expr $clk_period * $clk_io_pct] -clock clk0 [all_outputs]
### flow/run.sh
#!/bin/bash
# OpenROAD 26Q1-2900-gdf79404cd8, Yosys 0.63+post, stock flow scripts
make -C /OpenROAD-flow-scripts/flow DESIGN_CONFIG=/design/flow/config.mk WORK_HOME=/design/flow/orfs finish
### flow/config.mk
export PLATFORM = sky130hd
export DESIGN_NAME = lab13_G06
export DESIGN_NICKNAME = lab13_G06
export VERILOG_FILES = /design/flow/design.v
export SDC_FILE = /design/flow/constraint.sdc
export NUM_CORES = 4
export LEC_CHECK = 1
export CORE_UTILIZATION = 30
==> flow_metrics.env <==
# yosys + openroad results
export IMPL_outcome="finished, final reports clean"
export IMPL_hold_path_depth=1
export IMPL_critPathMaxStageDelay_ps=700
export IMPL_yosysWarnings=1
export IMPL_grt_pass1_vias=1856
export IMPL_worstSetupStartpointType="flip-flop"
export IMPL_cts_hold_buf=0
export IMPL_unclocked_pins=16
export IMPL_grt_max_degree=18
export IMPL_tightestPinTransition_ps=887.8
export IMPL_timing_final_ws_setup_ps=2199
export IMPL_finalSetupViolCount=0
export IMPL_synthArstFlopShare_pct=0
export IMPL_post_synth_inst_count=307
export IMPL_fmax_mhz=499.8
export IMPL_design_power_total_uw=406.3
export IMPL_reg2regPathDepth=4
export IMPL_finClkSkew_ps=2.956
export IMPL_num_vias=2038
export IMPL_edf_count=13
export IMPL_path_clk_slew_ps=90
export IMPL_drc=0
export IMPL_synthToLayoutAreaGrowth_pct=14.27
export IMPL_cts_buffer_depth=2
export IMPL_drt_initial_drc_count=54
export IMPL_avgSynthCellArea_sq_um=8.685
export IMPL_detailed_place_hpwl_microns=3335
export IMPL_cts_buffers=3
export IMPL_wl_met3_microns=118
export IMPL_gr_total_overflow=0
export IMPL_io_pins=33
export IMPL_wl_per_cell_microns=10.50
export IMPL_coreArea_sq_um=8678
export IMPL_grt_pass1_wl_microns=8142
export IMPL_yosysTopAreaCell="dfxtp_1"
export IMPL_fin_crit_sh_pct=47.63
export IMPL_ant_nets=0
export IMPL_cts_root_buffer="clkbuf_8"
export IMPL_final_hold_viol_count=0
export IMPL_portBuffers=28
export IMPL_fp_util_pct=30.72
export IMPL_netlist_area_sq_um=2666
export IMPL_slowest_stage="nor4_4"
export IMPL_critical_path_cell_chain="and4_1 > nand2_1 > nor4_4 > nor2_1"
export IMPL_relSlewSlack_pct=40.37
export IMPL_power_density_nw_per_um2=133.4
export IMPL_top_cells_by_count="o21ai_0, dfxtp_1, nor2_1, nand2_1"
export IMPL_highest_layer="met4"
export IMPL_required_ps=4330
export IMPL_synth_flops=42
export IMPL_yosysSeqAreaShare_pct=36.41
export IMPL_setup_tns_ps=0
export IMPL_h_tree_depth=1
export IMPL_rsz0062_at_grt="false"
export IMPL_cap_violations=0
export IMPL_critPathMaxFanout=16
export IMPL_gp_congestion=0.7610
export IMPL_finalWirelength_microns=4525
export IMPL_diodes=0
export IMPL_unconstrained_endpoints=56
export IMPL_dr_pass1_iters=4
export IMPL_drive_above_1_share_pct=4.954
export IMPL_slew_viol_final=0
export IMPL_endpoint_kind="flip-flop"
export IMPL_clock_latency_ps=260
export IMPL_avgViaCountPerCell=4.729
export IMPL_ctsResizeCount=0
export IMPL_row_count=34
export IMPL_die_area_sq_um=9269
export IMPL_hold_path_class="flip-flop to flip-flop"
export IMPL_pre_cts_ws_ps=2194
export IMPL_leakage_uw=0.001226
export IMPL_yosys_area_sq_um=2666
export IMPL_wl_met1_microns=2456
export IMPL_arrival_ps=2130
export IMPL_place_area_sq_um=2992
export IMPL_top_cells_by_area="dfxtp_1, edfxtp_1, ha_1, o21ai_0, a21oi_1"
export IMPL_critPathKind="flip-flop to flip-flop"
export IMPL_yosysMostFrequentCell="o21ai_0"
export IMPL_yosysTopAreaCellShare_pct=21.77
export IMPL_synth_cell_types=40
export IMPL_antenna_found_initial=0
export IMPL_openroad_warnings=41
export IMPL_post_cts_buffers=0
export IMPL_stdcell_area_sq_um=3047
export IMPL_flop_cell="dfxtp_1"
export IMPL_cts_tree="yes"
export IMPL_peakVddDrop_mv=0.2516
export IMPL_dr_wl_met2_microns=1929
export IMPL_finalCriticalPeriod_ps=2001
export IMPL_track_usage_pct=10.82
export IMPL_dieHeight_microns=96.28
export IMPL_die_w_microns=96.28
export IMPL_yosys_stat_cells=307
## path summary, 6_finish.rpt
path / from / to / slack, ps
worst max register to register: count[2] / count[14] / 2200
worst min register to register: count[0] / count[0] / 440
worst min-delay path: count[0] / count[0] / 440
worst max-delay path: count[2] / count[14] / 2200
## cell usage in the layout, fill, tap and decap left out, types with 2 or more instances in the layout
master and count:
clkbuf_8 4, and4_1 2, a21oi_1 21, or4_1 7
mux2i_1 3, edfxtp_1 13, nand2_1 23, conb_1 4
o31ai_1 13, nand2b_1 2, nor2b_1 6, nor2_1 28
dfxtp_1 29, xnor2_1 11, or2_2 2, inv_1 20
ha_1 21, o21ai_0 35, nor3_1 4, xor2_1 10
clkdlybuf4s50_1 28, a31oi_1 3, and2_1 2, nand4_4 3
and3_1 4, nand4_1 7, nand3_1 6
## worst max-delay path: cells and delay by family, from the launching register on
kind	cells	cell delay (ps)
DFF	1	400
and+or+nand+nor	4	1450
## routing by layer
| metal | vias to the layer above | track usage [%] |
|---|---|---|
| li1 | 1100 | - |
| met1 | 911 | 16.87 |
| met2 | 25 | 17.43 |
| met3 | 2 | 1.124 |
| met4 | 0 | 0.3731 |
| met5 | - | 0 |
## power breakdown
part | leakage, uW | total (uW) | internal, uW | switching, uW
Sequential | 0.000382 | 248 | 248 | 0
Clock | 0.0000288 | 159 | 83.7 | 75.0
Combinational | 0.000815 | 0.0577 | 0 | 0.0569
## registers in the layout, summed over array words and instances (netlist names)
register,count
count,25
min_tens,4
min_units,4
sec_tens,4
sec_units,4
slow_clk,1
## kinds of logic after synthesis
| family | Yosys count | synth area share (%) |
|---|---|---|
| multiplexers | 4 | 1.549 |
| flip-flops | 42 | 36.41 |
| other | 2 | 0.2817 |
| AND/OR/NAND/NOR | 104 | 22.71 |
| adder cells (fa/ha/maj) | 21 | 9.854 |
| buffers and inverters | 38 | 6.476 |
| AND-OR/OR-AND | 75 | 15.81 |
| XOR/XNOR | 21 | 6.898 |
## through the flow
stage / utilization [%] / std cells / hold slack (ps)
finish: 35.11 / 431 / 441.5
global route: 35.11 / 431 / 450.8
CTS: 35.11 / 431 / 443.6
detailed placement: 34.47 / 427 / 429.5
global placement: 34.47 / 427 / 423.5
floorplan: - / 309 / 411.6
## final cells by class
type,count,area (sq um)
inverters,20,75.07
clock buffers,4,55.05
fillers,883,5632
multi-input cells,229,1530
flip-flops and latches,42,970.9
well taps,108,135.1
repair buffers,28,280.3
Power and IR drop assume default switching activity.
